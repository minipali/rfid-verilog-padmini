## /design/flow/config.mk

```make
export PLATFORM = sky130hd
export DESIGN_NAME = sevenseg
export DESIGN_NICKNAME = sevenseg
export VERILOG_FILES = /design/flow/design.v
export SDC_FILE = /design/flow/constraint.sdc
export NUM_CORES = 4
export LEC_CHECK = 1
export CORE_AREA = 10 10 70 70
export DIE_AREA = 0 0 80 80
```

## /design/flow/constraint.sdc

```tcl
current_design sevenseg

set clk_period 1.1
set clk_io_pct 0.2

create_clock -name clk0 -period $clk_period

set non_clock_inputs [all_inputs -no_clocks]
set_input_delay [expr $clk_period * $clk_io_pct] -clock clk0 $non_clock_inputs
set_output_delay [expr $clk_period * $clk_io_pct] -clock clk0 [all_outputs]
```

## /design/flow/design.v

```verilog
module sevenseg(displayout,inputbcd);
output [6:0] displayout;
input  [3:0] inputbcd;
reg    [6:0] displayout;       
parameter bit0 = 7'b0000001;
parameter bit1 = 7'b0000010;
parameter bit2 = 7'b0000100;
parameter bit3 = 7'b0001000;
parameter bit4 = 7'b0010000;
parameter bit5 = 7'b0100000;
parameter bit6 = 7'b1000000;
parameter zero  = ~(bit0 | bit1 | bit2 | bit3 | bit4 | bit5);
parameter one   = ~(bit1 | bit2);
parameter two   = ~(bit0 | bit1 | bit3 | bit4 | bit6);
parameter three = ~(bit0 | bit1 | bit2 | bit3 | bit6);
parameter four  = ~(bit1 | bit2 | bit5 | bit6);
parameter five  = ~(bit0 | bit2 | bit3 | bit5 | bit6);
parameter six   = ~(bit0 | bit2 | bit3 | bit4 | bit5 | bit6);
parameter seven = ~(bit0 | bit1 | bit2);
parameter eight = ~(bit0 | bit1 | bit2 | bit3 | bit4 | bit5 | bit6);
parameter nine  = ~(bit0 | bit1 | bit2 | bit5 | bit6);
parameter blank = ~(7'd0);
always @ (inputbcd)
case (inputbcd)
0:   displayout = zero;
1:   displayout = one;
2:   displayout = two;
3:   displayout = three;
4:   displayout = four;
5:   displayout = five;
6:   displayout = six;
7:   displayout = seven;
8:   displayout = eight;
9:   displayout = nine;
default: displayout = blank;
endcase
endmodule
```

## /design/flow/run.sh

```bash
#!/bin/bash
# OpenROAD 26Q1-2900-gdf79404cd8, Yosys 0.63+post, stock flow scripts
make -C /OpenROAD-flow-scripts/flow DESIGN_CONFIG=/design/flow/config.mk WORK_HOME=/design/flow/orfs finish
```

==> report_table.html <==
<!-- implementation run metrics -->
<table>
<tr><th>Metric</th><th>Value</th></tr>
<tr><th colspan="2">Status</th></tr>
<tr><td>Run status</td><td>finished, violations left</td></tr>
<tr><td>Failing checks</td><td>setup timing</td></tr>
<tr><th colspan="2">Timing</th></tr>
<tr><td>Share of the cycle needed by the critical path after routing</td><td>115.1%</td></tr>
<tr><td>Pins over their slew limit</td><td>0</td></tr>
<tr><td>Total count of hold-check failures in the final report</td><td>0</td></tr>
<tr><td>Post-route worst setup slack</td><td>-0.1660 ns</td></tr>
<tr><td>Post-route minimum period</td><td>1.266 ns</td></tr>
<tr><td>Transition time at the pin with the least slew margin</td><td>0.1518 ns</td></tr>
<tr><td>Number of setup violations in the final report</td><td>7</td></tr>
<tr><td>Worst slew margin relative to its limit</td><td>89.84%</td></tr>
<tr><td>Fmax</td><td>0.7899 GHz</td></tr>
<tr><td>RSZ-0062 raised after global routing</td><td>yes</td></tr>
<tr><td>Post-Route Setup TNS</td><td>-0.5081 ns</td></tr>
<tr><th colspan="2">Drt</th></tr>
<tr><td>Total number of vias</td><td>354</td></tr>
<tr><td>Routed Antenna Nets</td><td>0</td></tr>
<tr><td>Residual DRC count</td><td>0</td></tr>
<tr><td>Sum of routed wire length over all layers</td><td>1.090 mm</td></tr>
<tr><td>Pre-antenna DRT Iters</td><td>2</td></tr>
<tr><td>Routed WL per cell</td><td>9.909 um</td></tr>
<tr><td>Initial detailed-routing violation count</td><td>9</td></tr>
<tr><td>Diodes inserted</td><td>0</td></tr>
<tr><td>Via count normalized by instance count</td><td>3.218</td></tr>
<tr><th colspan="2">Critical path</th></tr>
<tr><td>Crit path arrival time</td><td>1.05 ns</td></tr>
<tr><td>Sort of element at the end of the critical path</td><td>primary output</td></tr>
<tr><td>WS Path Type</td><td>in2out</td></tr>
<tr><td>Library cell contributing the largest single delay on the critical path</td><td>sky130_fd_sc_hd__buf_6</td></tr>
<tr><td>Worst path max stage delay</td><td>roughly 0.12 ns</td></tr>
<tr><td>Buffers &amp; Inverters on Critical Path</td><td>6</td></tr>
<tr><td>Crit-path max FO</td><td>5</td></tr>
<tr><td>Data required time at the worst endpoint</td><td>~0.88 ns</td></tr>
<tr><td>Type of element launching the critical path</td><td>input pin</td></tr>
<tr><td>Most prevalent standard cell on the critical path</td><td>sky130_fd_sc_hd__buf_6</td></tr>
<tr><td>Cell Chain, Critical Path</td><td>buf_6 -&gt; buf_6 -&gt; buf_6 -&gt; buf_6 -&gt; buf_6 -&gt; o21ai_4 -&gt; o21ai_2 -&gt; buf_2</td></tr>
<tr><td>Worst path top cell family by delay</td><td>buffers and inverters</td></tr>
<tr><th colspan="2">Synth</th></tr>
<tr><td>Mapped Area</td><td>241.5 um^2</td></tr>
<tr><td>Proportion of netlist area held by the largest area contributor</td><td>between 20% and 30%</td></tr>
<tr><td>Largest area contributor in the netlist</td><td>sky130_fd_sc_hd__ha_1</td></tr>
<tr><td>Synth top area cells</td><td>sky130_fd_sc_hd__ha_1, sky130_fd_sc_hd__o21ai_2, sky130_fd_sc_hd__o21ai_1</td></tr>
<tr><td>Tally of unique sky130hd cells used after synthesis</td><td>14</td></tr>
<tr><td>Synthesized instance count</td><td>34</td></tr>
<tr><td>Cell count in the Yosys report</td><td>34</td></tr>
<tr><td>Avg Synthesized Cell Area</td><td>just over 7 um^2</td></tr>
<tr><td>Synth warn</td><td>1</td></tr>
<tr><td>Summed standard-cell area reported by yosys</td><td>241.5 um^2</td></tr>
<tr><td>Seq/Total Area, Yosys</td><td>0%</td></tr>
<tr><th colspan="2">Pwr</th></tr>
<tr><td>Leakage power figure</td><td>0.0002847 uW</td></tr>
<tr><td>Power density normalized to cell area</td><td>approximately 360 nW/um^2</td></tr>
<tr><td>Worst vdd rail ir drop</td><td>57.81 uV</td></tr>
<tr><th colspan="2">Floorplanning</th></tr>
<tr><td>Num rows</td><td>21</td></tr>
<tr><td>Die width</td><td>~80 um</td></tr>
<tr><td>Std-Cell Core Area</td><td>between 3000 and 4000 um^2</td></tr>
<tr><td>Vertical die dimension</td><td>80 um</td></tr>
<tr><td>Count of pins on the block boundary</td><td>11</td></tr>
<tr><td>FP Core Util</td><td>7.070%</td></tr>
<tr><td>Die Area</td><td>6400 um^2</td></tr>
<tr><th colspan="2">Global route</th></tr>
<tr><td>Final global-route overflow total</td><td>0</td></tr>
<tr><td>Antenna violations before repair</td><td>0</td></tr>
<tr><td>Global-route layer with the greatest usage</td><td>met2</td></tr>
<tr><td>Number of global-route vias before repair</td><td>372</td></tr>
<tr><td>Global-route track usage on met2</td><td>under 10%</td></tr>
<tr><td>Maximum number of pins on one net before global-route repair</td><td>7</td></tr>
<tr><td>Global-route wire length before repair</td><td>1.718 mm</td></tr>
<tr><td>Met1 capacity usage during global routing</td><td>4.021%</td></tr>
<tr><td>GR Util met3</td><td>0.4545%</td></tr>
<tr><td>Tot GR Track Use</td><td>about 3.2%</td></tr>
<tr><th colspan="2">Run</th></tr>
<tr><td># Max-Cap Violations</td><td>0</td></tr>
<tr><td>Tool Warnings</td><td>38</td></tr>
<tr><th colspan="2">Layout</th></tr>
<tr><td>Logic cell area</td><td>302.8 um^2</td></tr>
<tr><td>Sequential cell area</td><td>0 um^2</td></tr>
<tr><td>Final non-filler cell area</td><td>660.6 um^2</td></tr>
<tr><td>Share of post-route cells with drive strength above 1</td><td>84.38%</td></tr>
<tr><td>Final Non-Filler Cells</td><td>110</td></tr>
<tr><td>Relative area change from synthesis to final layout</td><td>173.6%</td></tr>
<tr><td>Seq_cells</td><td>0</td></tr>
<tr><td>Number of fill cells</td><td>between 300 and 400</td></tr>
<tr><td>Clock buffer instance count of the final layout</td><td>0</td></tr>
<tr><th colspan="2">Place</th></tr>
<tr><td># port buffers</td><td>11</td></tr>
<tr><td>Post-placement worst setup slack</td><td>-0.9162 ns</td></tr>
<tr><td>Number of cells in the design after placement</td><td>about 97</td></tr>
<tr><td>DP Area</td><td>~450 um^2</td></tr>
<tr><td>HPWL after DPL</td><td>609.8 um</td></tr>
<tr><td>Final estimated routing congestion in global placement</td><td>between 0.7 and 0.8</td></tr>
<tr><th colspan="2">Hold path</th></tr>
<tr><td>Path class of the lowest-slack min-delay path</td><td>in2out</td></tr>
</table>
-- per-layer routing --
| metal | share of wire, % | vias to the layer above |
|---|---|---|
| li1 | - | 174 |
| met1 | 44 | 169 |
| met5 | 0 | - |
| met2 | 48 | 9 |
| met3 | 6.1 | 2 |
| met4 | 1.4 | 0 |
-- worst paths after layout --
kind | startpoint | to | slack (ns) | cells past startpoint
worst min-delay path | inputbcd[2] | displayout[2] | 0.82 | 4
worst max-delay path | inputbcd[3] | displayout[3] | -0.17 | 8
-- placed cells by master, fill, tap and decap left out --
cell type                  synthesis  routed
sky130_fd_sc_hd__o21ai_4           0       1
sky130_fd_sc_hd__buf_8             0       2
sky130_fd_sc_hd__ha_4              0       4
sky130_fd_sc_hd__a21oi_2           0       2
sky130_fd_sc_hd__a21oi_1           3       1
sky130_fd_sc_hd__inv_4             0       2
sky130_fd_sc_hd__buf_4             0       9
sky130_fd_sc_hd__nand2_1           1       1
sky130_fd_sc_hd__clkbuf_2          0       1
sky130_fd_sc_hd__inv_2             0       1
sky130_fd_sc_hd__nand2b_4          0       1
sky130_fd_sc_hd__o21ai_1           4       2
sky130_fd_sc_hd__nand2_4           0       1
sky130_fd_sc_hd__nand2b_2          2       2
sky130_fd_sc_hd__nor2_1            4       4
sky130_fd_sc_hd__o21ai_2           5       7
sky130_fd_sc_hd__nor3b_2           1       1
sky130_fd_sc_hd__ha_1              5       1
sky130_fd_sc_hd__buf_6             1      13
sky130_fd_sc_hd__nand2b_1          2       1
sky130_fd_sc_hd__buf_2             1       7
-- cell families after synthesis --
family,synth area share [%]
adder cells (fa/ha/maj),25.91
AND/OR/NAND/NOR,27.98
AND-OR/OR-AND,34.71
buffers and inverters,11.40
-- per-stage QoR --
stage / utilization (%) / total power, uW / hold WS [ns]
final: 19.34 / 238.3 / 0.8219
after global routing: 19.34 / 257.7 / 0.8495
after CTS: 19.60 / 233.9 / 0.8916
after detailed placement: 13.26 / 159.4 / 1.527
after global placement: 13.26 / 157.8 / 1.535
after floorplan: - / 65.29 / 0.5190
-- area by class of cell --
class,instances,area share (%)
inverter,3,2.462
multi-input combinational,29,45.83
tap,46,8.712
timing repair buffer,32,42.99
-- power breakdown --
group,switching (uW),total [uW],internal [uW]
clock,0,0,0
sequential,0,0,0
combinational,98.5,238,140
total,98.5,238,140
-- synthesized netlist by cell type --
master / instances
sky130_fd_sc_hd__o21ai_0: 1
sky130_fd_sc_hd__nand2_2: 1
sky130_fd_sc_hd__a21oi_1: 3
sky130_fd_sc_hd__nor2_1: 4
sky130_fd_sc_hd__o21ai_1: 4
sky130_fd_sc_hd__ha_1: 5
sky130_fd_sc_hd__nand2b_1: 2
sky130_fd_sc_hd__nor3b_2: 1
sky130_fd_sc_hd__buf_6: 1
sky130_fd_sc_hd__o21ai_2: 5
sky130_fd_sc_hd__inv_1: 3
sky130_fd_sc_hd__nand2b_2: 2
sky130_fd_sc_hd__nand2_1: 1
sky130_fd_sc_hd__buf_2: 1
-- timing repair --
item / in CTS / in global routing
pin swaps: 19 / 7
hold buffers: 0 / 0
setup endpoints to repair: 7 / 7
resized: 76 / 2
setup buffers: 13 / 0
gates cloned: 2 / 0
No activity file was given, so power comes from the tool's default toggle rates.
